--- /design/flow/config.mk ---
export PLATFORM = sky130hd
export DESIGN_NAME = cla_clk
export DESIGN_NICKNAME = cla_clk
export VERILOG_FILES = /design/flow/design.v
export SDC_FILE = /design/flow/constraint.sdc
export NUM_CORES = 4
export LEC_CHECK = 1
export CORE_UTILIZATION = 30
--- /design/flow/constraint.sdc ---
current_design cla_clk

set clk_period 7.8
set clk_io_pct 0.2

create_clock -name clk0 -period $clk_period [get_ports {clk}]

set non_clock_inputs [all_inputs -no_clocks]
set_input_delay [expr $clk_period * $clk_io_pct] -clock clk0 $non_clock_inputs
set_output_delay [expr $clk_period * $clk_io_pct] -clock clk0 [all_outputs]
--- /design/flow/design.v ---
module cla32(s, co, a, b, ci);
	input [31:0] a, b;	 
	input ci;				 
	output [31:0] s;		 
	output co;				 
	wire c1, c2, c3, c4, c5, c6, c7, c8;			 
	cla4 U0_cla4 (.s(s[3:0]), .co(c1), .a(b[3:0]), .b(a[3:0]), .ci(ci));			 
	cla4 U1_cla4 (.s(s[7:4]), .co(c2), .a(b[7:4]), .b(a[7:4]), .ci(c1));			 
	cla4 U2_cla4 (.s(s[11:8]), .co(c3), .a(b[11:8]), .b(a[11:8]), .ci(c2));		 
	cla4 U3_cla4 (.s(s[15:12]), .co(c4), .a(b[15:12]), .b(a[15:12]), .ci(c3));	 
	cla4 U4_cla4 (.s(s[19:16]), .co(c5), .a(b[19:16]), .b(a[19:16]), .ci(c4));	 
	cla4 U5_cla4 (.s(s[23:20]), .co(c6), .a(b[23:20]), .b(a[23:20]), .ci(c5));	 
	cla4 U6_cla4 (.s(s[27:24]), .co(c7), .a(b[27:24]), .b(a[27:24]), .ci(c6));	 
	cla4 U7_cla4 (.s(s[31:28]), .co(c8), .a(b[31:28]), .b(a[31:28]), .ci(c7));	 
	assign co = c8; 
endmodule
module cla4(s, co, a, b, ci);
	input [3:0] a, b;	 
	input ci;			 
	output [3:0] s;	 
	output co;			 
	wire [2:0] c;		 
	fa_v2 U0_fa (.s(s[0]), .a(a[0]), .b(b[0]), .ci(ci));		 
	fa_v2 U1_fa (.s(s[1]), .a(a[1]), .b(b[1]), .ci(c[0]));	 
	fa_v2 U2_fa (.s(s[2]), .a(a[2]), .b(b[2]), .ci(c[1]));	 
	fa_v2 U3_fa (.s(s[3]), .a(a[3]), .b(b[3]), .ci(c[2]));	 
	clb4 U4_clb4 (.c1(c[0]), .c2(c[1]), .c3(c[2]), .co(co), .a(a), .b(b), .ci(ci));
endmodule
module cla_clk(s, co, clk, a, b, ci);
	input clk;					 
	input [31:0] a, b;		 
	input ci;					 
	output [31:0] s;			 
	output co;					 
	reg [31:0] reg_a, reg_b; 
	reg reg_ci;					 
	reg [31:0] reg_s;			 
	reg reg_co;					 
	wire [31:0] wire_s;		 
	wire wire_co;				 
	always@(posedge clk)
	begin
		reg_a <= a;
		reg_b <= b;
		reg_ci <= ci;
		reg_s <= wire_s;
		reg_co <= wire_co;
	end
	cla32 U0_cla32(.s(wire_s), .co(wire_co), .a(reg_a), .b(reg_b), .ci(reg_ci));
	assign co = reg_co;
	assign s = reg_s;
endmodule
module clb4 (c1, c2, c3, co, a, b, ci);
	input [3:0] a, b;			 
	input ci;					 
	output c1, c2, c3, co;	 
	wire [3:0] G, P;	 
	wire w0_c1;								 
	wire w0_c2, w1_c2;					 
	wire w0_c3, w1_c3, w2_c3;			 
	wire w0_co, w1_co, w2_co, w3_co;	 
	_and2 U0_and2(.y(G[0]), .a(a[0]), .b(b[0]));	 
	_and2 U1_and2(.y(G[1]), .a(a[1]), .b(b[1]));	 
	_and2 U2_and2(.y(G[2]), .a(a[2]), .b(b[2]));	 
	_and2 U3_and2(.y(G[3]), .a(a[3]), .b(b[3]));	 
	_or2 U4_or2(.y(P[0]), .a(a[0]), .b(b[0]));	 
	_or2 U5_or2(.y(P[1]), .a(a[1]), .b(b[1]));	 
	_or2 U6_or2(.y(P[2]), .a(a[2]), .b(b[2]));	 
	_or2 U7_or2(.y(P[3]), .a(a[3]), .b(b[3]));	 
	_and2 U8_and2(.y(w0_c1), .a(P[0]), .b(ci));				 
	_or2	U9_or2(.y(c1), .a(G[0]), .b(w0_c1));				 
	_and2 U10_and2(.y(w0_c2), .a(P[1]), .b(G[0]));			 
	_and3 U11_and3(.y(w1_c2), .a(P[1]), .b(P[0]),.c(ci));	 
	_or3 	U12_or3(.y(c2), .a(G[1]), .b(w0_c2), .c(w1_c2)); 
	_and2 U13_and2(.y(w0_c3), .a(P[2]), .b(G[1]));								 
	_and3 U14_and3(.y(w1_c3), .a(P[2]), .b(P[1]), .c(G[0]));					 
	_and4 U15_and4(.y(w2_c3), .a(P[2]), .b(P[1]), .c(P[0]), .d(ci));	 
	_or4 	U16_or4(.y(c3), .a(G[2]), .b(w0_c3), .c(w1_c3), .d(w2_c3));		 
	_and2 U17_and2(.y(w0_co), .a(P[3]), .b(G[2]));											 
	_and3 U18_and3(.y(w1_co), .a(P[3]), .b(P[2]), .c(G[1]));								 
	_and4 U19_and4(.y(w2_co), .a(P[3]), .b(P[2]), .c(P[1]), .d(G[0]));				 
	_and5 U20_and5(.y(w3_co), .a(P[3]), .b(P[2]), .c(P[1]), .d(P[0]),.e(ci));		 
	_or5	U21_or4(.y(co), .a(G[3]), .b(w0_co), .c(w1_co), .d(w2_co), .e(w3_co));	 
endmodule
module fa_v2(s, a, b, ci); 
	input a,b,ci; 		 
	output s;			 
	wire w0;				 
	_xor2 U0_xor2(.y(w0), .a(a), .b(b));	 
	_xor2 U1_xor2(.y(s), .a(w0), .b(ci));	 
endmodule
module _inv(y, a);
	input a;					 
	output y;	
	assign y = ~a;			 
endmodule
module _and2(y, a, b);
	input a, b;				 
	output y;
	assign y = a & b;		 
endmodule
module _nand2(y, a, b);
	input a, b;				 
	output y;	
	assign y = ~(a & b);	 
endmodule
module _or2(y, a, b);
	input a, b;				 
	output y;
	assign y = a | b;		 
endmodule
module _xor2(y, a, b);
	input a, b;				 
	output y;
	wire iv_a, iv_b;	 
	wire w0, w1;			
	_inv iv0(.y(iv_b), .a(b));				 
	_inv iv1(.y(iv_a), .a(a));				 
	_and2 and20(.y(w0), .a(a), .b(iv_b));  
	_and2 and21(.y(w1), .a(iv_a), .b(b));	 
	_or2 or20(.y(y), .a(w0), .b(w1)); 		 
endmodule
module _and3(y, a, b, c);
	input a, b, c;	 
	output y;
	assign y = a & b & c;	 
endmodule
module _and4(y, a, b, c, d);
	input a, b, c, d;	 
	output y;
	assign y = a & b & c & d;	 
endmodule
module _and5(y, a, b, c, d, e);
	input a, b, c, d, e;	 
	output y;
	assign y = a & b & c & d & e;	 
endmodule
module _or3(y, a, b, c);
	input a, b, c;	 
	output y;
	assign y = a | b | c;	 
endmodule
module _or4(y, a, b, c, d);
	input a, b, c, d;	 
	output y;
	assign y = a | b | c | d;	 
endmodule
module _or5(y, a, b, c, d, e);
	input a, b, c, d, e;	 
	output y;
	assign y = a | b | c | d | e;	 
endmodule
--- /design/flow/run.sh ---
#!/bin/bash
# OpenROAD 26Q1-2900-gdf79404cd8, Yosys 0.63+post, stock flow scripts
make -C /OpenROAD-flow-scripts/flow DESIGN_CONFIG=/design/flow/config.mk WORK_HOME=/design/flow/orfs finish
==> metrics.csv <==
stage,metric,value,unit
worst_hold_path,hold_path_end,reg_s[25]$_DFF_P_,
synth,ys_seq_share,49.2,%
die,fp.dieW,117,um
sta,skew,0.00827,ns
routing,wl_met3,449,um
pwr,swShare,21.9,%
worst_hold_path,min-delay-start,reg_a[25]$_DFF_P_,
clock_network,cts_buffers,9,
routing,wl_met2,2710,um
clock_network,cts_tree,yes,
sta,fin_crit_sh,35.0,%
sta,slew-limit-headroom,64.1,%
global_routing,antenna_found_initial,0,
setup_path,worst_ep_arrival_time,2.96,ns
setup_path,cp-end-kind,flip-flop,
synth,syn_area,0.00398,mm2
worst_hold_path,min_path_cells,3,
routing,firstDrtPassIters,4,
setup_path,rr_endpoint,reg_s[29]$_DFF_P_,
clock_network,clk_latency,0.34,ns
synth,synth_cell_types,31,
place,io_buffers,98,
finish,utilization,42.8,%
die,chipArea,0.0137,mm2
sta,fmax,367,MHz
setup_path,start_kind,flip-flop,
synth,ys_cells,361,
routing,top_layer_used,met4,
clock_network,cts.repair.resized,0,
clock_network,clkSlewWorstSetupHoldPaths,0.06,ns
die,core_area,0.0128,mm2
global_routing,grt_pass1_vias,2379,
clock_network,htreeDepth,3,
synth,yosysChipArea,0.00398,mm2
setup_path,r2r_cells,11,
clock_network,numClockSinks,98,
setup_path,cp_max_fo,5,
setup_path,r2r_start,reg_a[10]$_DFF_P_,
clock_network,ctsRootBufferMaster,clkbuf_16,
flow_run,warnings,65,
die,io-pin-count,99,
routing,antenna_cells,0,
pwr,power.total,1.21,mW
setup_path,cp.required,8.03,ns
global_routing,grt_pass1_wl,10200,um
pwr,p_int,942,uW
global_routing,grt_usage,9.84,%
routing,drt_drc_violations_left,0,
sta,maxSlewViolCount,0,
finish,layout-drive-gt1-share,4.84,%
sta,hold_viol,0,
routing,vias,2464,
pwr,ir_drop,0.000119,V
worst_hold_path,holdCritPathClass,reg -> reg,
routing,finalWirelength,6300,um
clock_network,holdBufCountCts,0,
pwr,power.switching,264,uW
global_routing,overflow,0,
clock_network,cts.path.max_buffers,2,
pwr,seqPwrFrac,47.9,%
routing,wl_met1,2990,um
finish,layout_top_cells,"clkdlybuf4s50_1, dfxtp_1, inv_1",
routing,vias_per_cell,3.81,
global_routing,grt_max_degree,16,
place,dpl.hpwl,4930,um
routing,wire_per_inst,9.73,um
outcome,status,"finished, final reports clean",
sta,worst_pin_slew,0.534,ns
pwr,p_clk_share,34.7,%
synth,synth_warnings,1,
setup_path,worst-setup-path-type,reg -> reg,
die,fp_util,31.2,%
routing,postRouteAntennaNets,0,
synth,synthCells,361,
setup_path,rrSetupSlack,5.07,ns
clock_network,post_cts_buffers,0,
sta,setup_viol,0,
place,gp_congestion,0.744,
routing,drt_iter0_drc,68,
pwr,p_per_area,220,mW/mm2
pwr,p_leak,2.60,nW
sta,finalSetupTns,0,ns
finish,syn_to_final_growth,37.3,%
pwr,comb_power_share,17.4,%
synth,avgSynthCellArea,11.0,um2
synth,ys.flops,98,
sta,setup_ws,5.07,ns
die,fp-row-count,41,
flow_run,maxCapViolCount,0,
die,die_h,117,um
sta,rsz0062_at_grt,no,
sta,period_minus_slack,2.73,ns
place,dpl_worst_slack,5.06,ns
[state kept, by name, summed over array words and instances (netlist names)]
name    count
reg_s      32
reg_ci      1
reg_a      32
reg_co      1
reg_b      32
[power groups by stage]
stage	registers (mW)	clock network, mW	logic (mW)
6_report	0.578	0.419	0.209
4_1_cts	0.579	0.444	0.215
5_1_grt	0.584	0.457	0.238
[layout make-up]
| type | count | area (um2) |
|---|---|---|
| clock inverter | 3 | 21.3 |
| timing repair buffer | 98 | 981 |
| fill | 1211 | 7300 |
| inverter | 90 | 338 |
| sequential | 98 | 1960 |
| tap | 172 | 215 |
| clock buffer | 13 | 270 |
| multi-input combinational | 173 | 1680 |
[worst max-delay path: stages, from the launching register on]
cell,delay (ns)
dfxtp_1,0.34
inv_1,0.05
ha_1,0.20
or3_1,0.42
nor3b_1,0.27
a22o_1,0.17
a21o_1,0.17
a21oi_4,0.10
o211ai_2,0.29
inv_1,0.10
fa_1,0.38
xnor2_1,0.13
[how the worst max path moves through the flow]
stage	start	slack, ns	to	cells after the start
final	reg_a[10]$_DFF_P_	5.07	reg_s[29]$_DFF_P_	11
after CTS	reg_a[10]$_DFF_P_	5.05	reg_s[29]$_DFF_P_	11
after global routing	reg_b[12]$_DFF_P_	4.73	reg_s[29]$_DFF_P_	11
[stage by stage]
| stage | area, um2 | cells | hold WS, ns |
|---|---|---|---|
| 2_1_floorplan | 3980 | 361 | 0.547 |
| 3_3_place_gp | 5180 | 631 | 0.574 |
| 3_5_place_dp | 5180 | 631 | 0.582 |
| 4_1_cts | 5470 | 647 | 0.595 |
| 5_1_grt | 5470 | 647 | 0.614 |
| 6_report | 5470 | 647 | 0.587 |
[synthesized netlist by cell type (all sizes together)]
library cell | count | area (um2)
xnor2 | 17 | 149
nor2b | 4 | 32.5
or4 | 2 | 15.0
dfxtp | 98 | 1960
o211ai | 1 | 12.5
o21ai | 3 | 15.0
inv | 90 | 338
nand2 | 2 | 7.51
o311ai | 1 | 16.3
nor3 | 2 | 10.0
nor3b | 1 | 7.51
nor4 | 2 | 12.5
or3 | 2 | 12.5
o31a | 1 | 8.76
or2 | 1 | 6.26
ha | 64 | 801
o21bai | 12 | 90.1
o21a | 1 | 7.51
xor2 | 7 | 61.3
a21oi | 20 | 111
o31ai | 5 | 56.3
nand2b | 1 | 6.26
a22o | 1 | 8.76
nor2 | 12 | 45.0
fa | 8 | 160
o41ai | 1 | 16.3
a21o | 2 | 15.0
[metal layers]
layer  GRT usage, %  up-vias
li1               -     1320
met1           13.6     1074
met2           15.5       60
met3           3.15       10
met4           1.94        0
met5              0        -
[kinds of logic after synthesis]
logic type,after synthesis,share of synthesized area [%]
DFF,98,49.2
AOI/OAI and AO/OA,48,8.98
buffers and inverters,90,8.48
and+or+nand+nor,29,3.89
adders and majority gates,72,24.1
xor gates and xnor gates,24,5.28
Power is estimated from default activity; no workload was simulated.
