### design/flow/run.sh
#!/bin/bash
# OpenROAD 26Q1-2900-gdf79404cd8, Yosys 0.63+post, stock flow scripts
make -C /OpenROAD-flow-scripts/flow DESIGN_CONFIG=/design/flow/config.mk WORK_HOME=/design/flow/orfs finish
### design/flow/config.mk
export PLATFORM = sky130hd
export DESIGN_NAME = cla32_ov
export DESIGN_NICKNAME = cla32_ov
export VERILOG_FILES = /design/flow/design.v
export SDC_FILE = /design/flow/constraint.sdc
export NUM_CORES = 4
export LEC_CHECK = 1
export CORE_AREA = 10 10 91 91
export DIE_AREA = 0 0 101 101
### design/flow/constraint.sdc
current_design cla32_ov

set clk_period 12.9
set clk_io_pct 0.2

create_clock -name clk0 -period $clk_period

set non_clock_inputs [all_inputs -no_clocks]
set_input_delay [expr $clk_period * $clk_io_pct] -clock clk0 $non_clock_inputs
set_output_delay [expr $clk_period * $clk_io_pct] -clock clk0 [all_outputs]
### design/flow/design.v
module cla32_ov(s, co_prev, co, a, b, ci);
	input [31:0] a, b;	 
	input ci;				 
	output [31:0] s;		 
	output co_prev;		 
	output co;				 
	wire c1, c2, c3, c4, c5, c6, c7;	 
	cla4 U0_cla4 (.s(s[3:0]), .co(c1), .a(a[3:0]), .b(b[3:0]), .ci(ci));
	cla4 U1_cla4 (.s(s[7:4]), .co(c2), .a(a[7:4]), .b(b[7:4]), .ci(c1));
	cla4 U2_cla4 (.s(s[11:8]), .co(c3), .a(a[11:8]), .b(b[11:8]), .ci(c2));
	cla4 U3_cla4 (.s(s[15:12]), .co(c4), .a(a[15:12]), .b(b[15:12]), .ci(c3));
	cla4 U4_cla4 (.s(s[19:16]), .co(c5), .a(a[19:16]), .b(b[19:16]), .ci(c4));
	cla4 U5_cla4 (.s(s[23:20]), .co(c6), .a(a[23:20]), .b(b[23:20]), .ci(c5));
	cla4 U6_cla4 (.s(s[27:24]), .co(c7), .a(a[27:24]), .b(b[27:24]), .ci(c6));
	cla4_ov U7_cla4_ov (.s(s[31:28]), .c3(co_prev), .co(co), .a(a[31:28]), .b(b[31:28]), .ci(c7));
endmodule
module cla4_ov(s, c3, co, a, b, ci);
	input [3:0] a, b;	 
	input ci;			 
	output [3:0] s;	 
	output c3, co;		 
	wire c1, c2;		 
	fa_v2 U0_fa (.s(s[0]), .a(a[0]), .b(b[0]), .ci(ci));
	fa_v2 U1_fa (.s(s[1]), .a(a[1]), .b(b[1]), .ci(c1));
	fa_v2 U2_fa (.s(s[2]), .a(a[2]), .b(b[2]), .ci(c2));
	fa_v2 U3_fa (.s(s[3]), .a(a[3]), .b(b[3]), .ci(c3));
	clb U4_clb4(.c1(c1), .c2(c2), .c3(c3), .co(co), .a(a), .b(b), .ci(ci));
endmodule
module clb(c1, c2, c3, co, a, b, ci);
	input [3:0] a, b;			 
	input ci;					 
	output c1, c2, c3, co;	 
	wire [3:0] G, P;	 
	wire w0_c1;								 
	wire w0_c2, w1_c2;					 
	wire w0_c3, w1_c3, w2_c3;			 
	wire w0_co, w1_co, w2_co, w3_co;	 
	_and2 U0_and2(.y(G[0]), .a(a[0]), .b(b[0]));	 
	_and2 U1_and2(.y(G[1]), .a(a[1]), .b(b[1]));	 
	_and2 U2_and2(.y(G[2]), .a(a[2]), .b(b[2]));	 
	_and2 U3_and2(.y(G[3]), .a(a[3]), .b(b[3]));	 
	_or2 U4_or2(.y(P[0]), .a(a[0]), .b(b[0]));	 
	_or2 U5_or2(.y(P[1]), .a(a[1]), .b(b[1]));	 
	_or2 U6_or2(.y(P[2]), .a(a[2]), .b(b[2]));	 
	_or2 U7_or2(.y(P[3]), .a(a[3]), .b(b[3]));	 
	_and2 U8_and2(.y(w0_c1), .a(P[0]), .b(ci));				 
	_or2	U9_or2(.y(c1), .a(G[0]), .b(w0_c1));				 
	_and2 U10_and2(.y(w0_c2), .a(P[1]), .b(G[0]));			 
	_and3 U11_and3(.y(w1_c2), .a(P[1]), .b(P[0]),.c(ci));	 
	_or3 	U12_or3(.y(c2), .a(G[1]), .b(w0_c2), .c(w1_c2)); 
	_and2 U13_and2(.y(w0_c3), .a(P[2]), .b(G[1]));								 
	_and3 U14_and3(.y(w1_c3), .a(P[2]), .b(P[1]), .c(G[0]));					 
	_and4 U15_and4(.y(w2_c3), .a(P[2]), .b(P[1]), .c(P[0]), .d(ci));	 
	_or4 	U16_or4(.y(c3), .a(G[2]), .b(w0_c3), .c(w1_c3), .d(w2_c3));		 
	_and2 U17_and2(.y(w0_co), .a(P[3]), .b(G[2]));											 
	_and3 U18_and3(.y(w1_co), .a(P[3]), .b(P[2]), .c(G[1]));								 
	_and4 U19_and4(.y(w2_co), .a(P[3]), .b(P[2]), .c(P[1]), .d(G[0]));				 
	_and5 U20_and5(.y(w3_co), .a(P[3]), .b(P[2]), .c(P[1]), .d(P[0]),.e(ci));		 
	_or5	U21_or4(.y(co), .a(G[3]), .b(w0_co), .c(w1_co), .d(w2_co), .e(w3_co));	 
endmodule
module cla4(s, co, a, b, ci);
	input [3:0] a, b;	 
	input ci;			 
	output [3:0] s;	 
	output co;			 
	wire [2:0] c;		 
	fa_v2 U0_fa (.s(s[0]), .a(a[0]), .b(b[0]), .ci(ci));		 
	fa_v2 U1_fa (.s(s[1]), .a(a[1]), .b(b[1]), .ci(c[0]));	 
	fa_v2 U2_fa (.s(s[2]), .a(a[2]), .b(b[2]), .ci(c[1]));	 
	fa_v2 U3_fa (.s(s[3]), .a(a[3]), .b(b[3]), .ci(c[2]));	 
	clb4 U4_clb4 (.c1(c[0]), .c2(c[1]), .c3(c[2]), .co(co), .a(a), .b(b), .ci(ci));
endmodule
module clb4 (c1, c2, c3, co, a, b, ci);
	input [3:0] a, b;			 
	input ci;					 
	output c1, c2, c3, co;	 
	wire [3:0] G, P;	 
	wire w0_c1;								 
	wire w0_c2, w1_c2;					 
	wire w0_c3, w1_c3, w2_c3;			 
	wire w0_co, w1_co, w2_co, w3_co;	 
	_and2 U0_and2(.y(G[0]), .a(a[0]), .b(b[0]));	 
	_and2 U1_and2(.y(G[1]), .a(a[1]), .b(b[1]));	 
	_and2 U2_and2(.y(G[2]), .a(a[2]), .b(b[2]));	 
	_and2 U3_and2(.y(G[3]), .a(a[3]), .b(b[3]));	 
	_or2 U4_or2(.y(P[0]), .a(a[0]), .b(b[0]));	 
	_or2 U5_or2(.y(P[1]), .a(a[1]), .b(b[1]));	 
	_or2 U6_or2(.y(P[2]), .a(a[2]), .b(b[2]));	 
	_or2 U7_or2(.y(P[3]), .a(a[3]), .b(b[3]));	 
	_and2 U8_and2(.y(w0_c1), .a(P[0]), .b(ci));				 
	_or2	U9_or2(.y(c1), .a(G[0]), .b(w0_c1));				 
	_and2 U10_and2(.y(w0_c2), .a(P[1]), .b(G[0]));			 
	_and3 U11_and3(.y(w1_c2), .a(P[1]), .b(P[0]),.c(ci));	 
	_or3 	U12_or3(.y(c2), .a(G[1]), .b(w0_c2), .c(w1_c2)); 
	_and2 U13_and2(.y(w0_c3), .a(P[2]), .b(G[1]));								 
	_and3 U14_and3(.y(w1_c3), .a(P[2]), .b(P[1]), .c(G[0]));					 
	_and4 U15_and4(.y(w2_c3), .a(P[2]), .b(P[1]), .c(P[0]), .d(ci));	 
	_or4 	U16_or4(.y(c3), .a(G[2]), .b(w0_c3), .c(w1_c3), .d(w2_c3));		 
	_and2 U17_and2(.y(w0_co), .a(P[3]), .b(G[2]));											 
	_and3 U18_and3(.y(w1_co), .a(P[3]), .b(P[2]), .c(G[1]));								 
	_and4 U19_and4(.y(w2_co), .a(P[3]), .b(P[2]), .c(P[1]), .d(G[0]));				 
	_and5 U20_and5(.y(w3_co), .a(P[3]), .b(P[2]), .c(P[1]), .d(P[0]),.e(ci));		 
	_or5	U21_or4(.y(co), .a(G[3]), .b(w0_co), .c(w1_co), .d(w2_co), .e(w3_co));	 
endmodule
module fa_v2(s, a, b, ci); 
	input a,b,ci; 		 
	output s;			 
	wire w0;				 
	_xor2 U0_xor2(.y(w0), .a(a), .b(b));	 
	_xor2 U1_xor2(.y(s), .a(w0), .b(ci));	 
endmodule
module _inv(y, a);
	input a;					 
	output y;	
	assign y = ~a;			 
endmodule
module _and2(y, a, b);
	input a, b;				 
	output y;
	assign y = a & b;		 
endmodule
module _nand2(y, a, b);
	input a, b;				 
	output y;	
	assign y = ~(a & b);	 
endmodule
module _or2(y, a, b);
	input a, b;				 
	output y;
	assign y = a | b;		 
endmodule
module _xor2(y, a, b);
	input a, b;				 
	output y;
	wire iv_a, iv_b;	 
	wire w0, w1;			
	_inv iv0(.y(iv_b), .a(b));				 
	_inv iv1(.y(iv_a), .a(a));				 
	_and2 and20(.y(w0), .a(a), .b(iv_b));  
	_and2 and21(.y(w1), .a(iv_a), .b(b));	 
	_or2 or20(.y(y), .a(w0), .b(w1)); 		 
endmodule
module _and3(y, a, b, c);
	input a, b, c;	 
	output y;
	assign y = a & b & c;	 
endmodule
module _and4(y, a, b, c, d);
	input a, b, c, d;	 
	output y;
	assign y = a & b & c & d;	 
endmodule
module _and5(y, a, b, c, d, e);
	input a, b, c, d, e;	 
	output y;
	assign y = a & b & c & d & e;	 
endmodule
module _or3(y, a, b, c);
	input a, b, c;	 
	output y;
	assign y = a | b | c;	 
endmodule
module _or4(y, a, b, c, d);
	input a, b, c, d;	 
	output y;
	assign y = a | b | c | d;	 
endmodule
module _or5(y, a, b, c, d, e);
	input a, b, c, d, e;	 
	output y;
	assign y = a | b | c | d | e;	 
endmodule
==> Changelog: implementation <==
### Physical design

* Outcome: complete, no violations
* Vias at 2,053
* Largest net degree at the start of global routing at 7
* Initial detailed-routing violation count at 13
* Final critical-path required period at 8410 ps
* Max Freq at 119 MHz
* Hold Buf Count CTS at 0
* Die Y at 101 um
* Drt first pass iters at 4
* Synth Seq Share at 0
* Fraction of layout cells with a size suffix above 1 at 0.0179
* Placer congestion estimate at 0.838
* VDD IR-drop max at 19.9 uV
* Post-CTS Repair Setup Buffers at 0
* Post-DP HPWL at 5.07 mm
* Worst Setup End Kind: output pin
* Flops at 0
* Cell variety after synth at 47
* Min-Delay Path Class: in2out
* Crit Path Class: in2out
* Setup violators final at 0
* Worst hold path depth at 5
* YS chip area at 2410 sq um
* Yosys warning count at 0
* CP required at 10,320 ps
* Yosys cell count at 325
* OpenROAD warning count at 72
* Initial antenna violation count at 0
* GRT overflow at 0
* Power per cell area at 42.2 nW/um^2
* CP max stage cell: clkdlybuf4s50_1
* CLK BUF at 0
* Setup TNS Final at 0 ps
* Final ANT Viol Nets at 0
* Hold EP: s[1]
* Final worst path period share at 0.652
* Unrepaired setup endpoints after global routing: false
* Measured slew at the worst slew-check pin at 630 ps
* Max_cap viols at 0
* Final hold viol count at 0
* Register area at 0 sq um
* CP startpoint kind: primary input
* Die W at 101 um
* CP max FO at 6
* GR Util All Layers at 0.0992
* Worst hold start: b[1]
* Crit-path max cell delay at 490 ps
* CTS resizes at 0
* Final core occ at 0.512
* WL final at 5.34 mm
* CP Cell Sequence: clkdlybuf4s50_1, inv_1, ha_1, or3_1, or4_4, o21a_1, o21ai_2, a22oi_1, nor2_1, nor2_1, fa_1, xnor2_1, clkdlybuf4s50_1
* Vias in the first global route at 2,016
* DRC at 0
* Top area cell types: ha_1 (33%), inv_1 (14%), buf_4 (10%), fa_1 (6.7%), xnor2_1 (5.1%)
* Worst Path Arrival at 5830 ps
* First-pass GRT wire length at 8.68 mm
* Share of the synthesized area in the top cell type at 0.333
* FP Core Util at 0.379
* DR WL/cell at 11.4 um
* I/O Pins at 99
* Area Growth Syn to Fin at 35.2%
* Die area at 10,200 sq um
* Vias per cell at 4.38
* Rows at 29
* Syn Area/Cell at 7.40 sq um
* Yosys top cell by area: ha_1
* Slew margin rel. at 0.576
* Cells after Synth at 325
* Diode count at 0
* Leakage power at 1.71 nW
* Fin. max-slew vios at 0
* Port Buffers at 99
* # fillers at 594
* Core Box Area at 6350 sq um
* Mapped cell area at 2410 sq um
==> power by group <==
group / internal [mW] / total, mW / switching, mW
Clock: 0 / 0 / 0
Sequential: 0 / 0 / 0
Combinational: 0.0885 / 0.137 / 0.0489
==> metal layers <==
layer,track usage,up-vias,share of wire
li1,-,1127,-
met1,0.126,875,0.44
met2,0.173,51,0.47
met3,0.0284,0,0.096
met4,0,0,0
met5,0,-,0
==> worst max-delay path by stage <==
stage / startpoint / to / slack, ps / cells after the start
after CTS: a[9] / s[29] / 4480 / 13
final: a[9] / s[29] / 4490 / 13
after global routing: a[20] / s[29] / 4280 / 11
==> per-stage QoR <==
stage	std cells	setup WS [ps]	total power, mW	hold WS (ps)	instance area (sq um)
after floorplan	325	5530	0.0883	5330	2410
after global placement	469	4520	0.140	6230	3250
after detailed placement	469	4480	0.140	6240	3250
after CTS	469	4480	0.141	6240	3250
after global routing	469	4280	0.156	6280	3250
final	469	4490	0.137	6220	3250
==> kinds of logic after synthesis <==
logic type | synth area share
buffers and inverters | 0.243
adder cells (fa/ha/maj) | 0.399
AND-OR/OR-AND | 0.149
XOR/XNOR | 0.0728
multiplexers | 0.00416
AND/OR/NAND/NOR | 0.131
==> cells in the final DEF, fill, tap and decap left out, drive strengths merged, types with 6 or more instances in the layout <==
master / instances
a21oi: 15
nor2: 15
xor2: 6
clkdlybuf4s50: 99
xnor2: 14
fa: 8
inv: 92
o21ai: 9
ha: 64
==> cells in the mapped netlist (all sizes together), types with 2 or more instances <==
| cell | instances |
|---|---|
| nand2 | 5 |
| ha | 64 |
| fa | 8 |
| or2 | 2 |
| xnor2 | 14 |
| o21a | 3 |
| a221oi | 2 |
| a31oi | 2 |
| nor3 | 5 |
| nand2b | 5 |
| nor3b | 3 |
| and3 | 2 |
| and2 | 2 |
| xor2 | 6 |
| a21oi | 15 |
| or3 | 2 |
| nor2 | 15 |
| or4 | 2 |
| buf | 32 |
| nor2b | 5 |
| and2b | 2 |
| o21ai | 9 |
| o31a | 3 |
| nor4 | 3 |
| o21bai | 2 |
| a21o | 4 |
| a211o | 2 |
| inv | 92 |
==> final cells by class <==
cell class                 instances  area [sq um]  area share
inverter                          92           345       0.106
multi-input combinational        201          1820       0.560
tap                               77          96.3      0.0296
timing repair buffer              99           991       0.305
==> critical path: cells and delay by family <==
kind | cells | cell delay (ps)
fa+ha+maj | 2 | 600
buf+inv | 3 | 1020
compound gates | 3 | 470
xor+xnor | 1 | 170
simple gates | 4 | 1010
Power is estimated from default activity; no workload was simulated.
